[./design.v]
`timescale 1ns / 1ps
`timescale 10ns / 1ps
module BCD1digit(D, ENABLE, LOAD, UP, CLK,CLR, Q, CO);
    input [3:0]D;
    input ENABLE;      
    input LOAD;           
    input CLK;          
    input CLR;
    input UP;
    output reg[3:0]Q;
    output reg CO;
    always @(posedge CLK or negedge CLR)
    begin
        if (!CLR) begin
            Q <= 4'b0000;  
        end else if (LOAD && ENABLE) begin
            Q <= D;  
        end else if (ENABLE) begin  
            if (UP) begin
                if (Q == 4'b1001) begin
                    Q <= 4'b0000;  
                end else begin
                    Q <= Q + 1;  
                end
            end else begin
                if (Q == 4'b0000) begin
                    Q <= 4'b1001;  
                end else begin
                    Q <= Q - 1;  
                end
            end
        end
    end
    always @(*)
    begin
        if (~CLR) begin
            CO = 0;  
        end else if (ENABLE) begin
            if (Q == 4'b1001 & UP) begin
                CO = 1;  
            end else if (Q == 4'b000 & ~UP)
            begin
                CO = 1;
            end else
            begin
                CO = 0;
            end
        end
    end
endmodule
`timescale 1ns / 1ps
module BCD2dig(
    input [3:0] D1, 
    input [3:0] D2, 
    input ENABLE,   
    input LOAD,    
    input UP,       
    input CLK,      
    input CLR,      
    output [3:0] Q1, 
    output [3:0] Q2, 
    output reg CO    
);
    reg ENABLE_1;      
    reg ENABLE_2;      
    reg UP_2;          
    reg ENABLE_OVERRIDE;  
    reg ENABLE_OVERRIDE2;
    wire CO1, CO2;
    BCD1digit bcd1 (
        .D(D1),
        .ENABLE(ENABLE_1),  
        .LOAD(LOAD),
        .UP(UP),
        .CLK(CLK),
        .CLR(CLR),
        .Q(Q1),
        .CO(CO1)  
    );
    BCD1digit bcd2 (
        .D(D2),
        .ENABLE(ENABLE_2),    
        .LOAD(LOAD),
        .UP(UP), 
        .CLK(CLK),
        .CLR(CLR),
        .Q(Q2),
        .CO(CO2)  
    );
    always @(*) begin
        ENABLE_1 <= ~ENABLE_OVERRIDE & ENABLE;
        ENABLE_2 <= (LOAD & ENABLE) | (Q1 == 4'd9 | Q1 == 4'd0) & (Q2 != 4'd0 & Q2 != 4'd9);     
        if (((Q2 == 4'd9 & Q1 == 4'd9) & UP == 1'd1) | ((Q2 == 4'd0 & Q1 == 4'd0) & UP == 1'd0)) begin       
            if (((Q2 == 4'd0 & Q1 == 4'd0) & UP == 1'd0) & (LOAD == 1'd1)) begin           
                ENABLE_OVERRIDE <= 1'd0; 
                CO <= 1'd1;
            end else begin                          
                ENABLE_OVERRIDE <= 1'd1;        
                CO <= 1'd1;
            end 
        end
        else begin
            ENABLE_OVERRIDE <= 1'd0;    
            CO <= 1'd0;
            if (Q1 == 4'd0 & UP == 1) begin              
                ENABLE_2 <= (LOAD & ENABLE) ;
            end 
            else if (Q1 == 4'd9 & UP == 0)               
                ENABLE_2 <= (LOAD & ENABLE) ;
        end
    end
endmodule
[./run.sh]
#!/bin/bash
# OpenROAD 26Q1-2900-gdf79404cd8, Yosys 0.63+post, stock flow scripts
make -C /OpenROAD-flow-scripts/flow DESIGN_CONFIG=/design/flow/config.mk WORK_HOME=/design/flow/orfs finish
[./config.mk]
export PLATFORM = sky130hd
export DESIGN_NAME = BCD2dig
export DESIGN_NICKNAME = BCD2dig
export VERILOG_FILES = /design/flow/design.v
export SDC_FILE = /design/flow/constraint.sdc
export NUM_CORES = 4
export LEC_CHECK = 1
export CORE_AREA = 10 10 83 83
export DIE_AREA = 0 0 93 93
[./constraint.sdc]
current_design BCD2dig

set clk_period 2.8
set clk_io_pct 0.2

create_clock -name clk0 -period $clk_period [get_ports {CLK}]

set non_clock_inputs [all_inputs -no_clocks]
set_input_delay [expr $clk_period * $clk_io_pct] -clock clk0 $non_clock_inputs
set_output_delay [expr $clk_period * $clk_io_pct] -clock clk0 [all_outputs]
==> results.toml <==
# flow metrics
[status]
status = "completed"

[routing]
first_iter_violations = 74
n_antenna_cell = 0
wl_um = 2240
dr.pass1.iters = 4
viasPerCell = 4.32
ant_nets = 0
via_count = 816
drc = 0
wl_per_cell_um = 11.8

[clocking]
cts_hold_buf = 0
cts_root_buf = "clkbuf_8"
clkLatencyLatePin_ns = 0.22
postCtsSetupRepairBufs = 0
htreeDepth = 1
clockBufferDepth = 2
clk_pin_slew_worst_paths_ns = 0.04
cts_buffers = 3
cts_sinks = 8
cts_resized = 0
cts_tree = "built"

[final_layout]
stdcell_count = 189
postLayoutCoreUtil = 0.224
most-common-layout-cells = "clkdlybuf4s50_1 (21), o21ai_0 (8), dfrtp_1 (8)"
layout-drive-gt1-share = 0.168
area_growth_syn_to_layout_pct = 38.1
lay_top_count = "clkdlybuf4s50_1"

[synthesis]
synth-seq-cells = 8
ff_type = "dfrtp_1"
adder_share = 0
syn_avg_cell_area_um2 = 8.09
compound_area_frac = 0.300
synthSimpleGateAreaFrac = 0.246
synthArstFlopShare = 1.00
ys_area_um2 = 833
netlist_area_um2 = 833
mux_area_frac = 0.0946
logic_family = "AND-OR/OR-AND gates"
netlist-cell-type-count = 41
synth-xor-area-share = 0.0315
syn_inst = 103
ys_cells = 103
yosysWarnings = 2
edf_count = 0
ys_seq_share = 0.240

[grt]
grt_overflow = 0
grt_start_max_net_pins = 20
grt_antenna_before_repair = 0
grt_pass1_wl_um = 3800
grt_use_total = 0.0522
grt_pass1_vias = 751

[power]
p_per_area_nw_per_um2 = 693
leakagePower_nw = 0.437
irDropWorstVdd_mv = 0.256

[final_timing]
setup_violations = 0
report.final.hold_viol_count = 0
finalClockPeriodUsage = 0.955
final.setup_skew_ns = 0.00304
fin_crit_ns = 2.67
max-slew-margin-rel = 0.650
fmax_mhz = 374
setup_tns_ns = 0
tightest_slew_ns = 0.526
rsz0062_at_grt = "false"
slew_viol_final = 0

[die]
die_w_um = 93
fp-utilization = 0.162
io_pins = 22
chipArea_um2 = 8650
die_y_um = 93
num_rows = 26
core-area_um2 = 5140

[worst_setup_path]
crit_path_start_kind = "input port"
end_kind = "primary output"
critPathArrivalTime_ns = 2.11
worst_ep_required_time_ns = 2.24
crit_path_max_fanout = 6
r2r-start = "bcd1.Q[0]"
crit_type = "in -> out"
crit_start = "UP"

[placed_design]
dp_hpwl_um = 1750
dp.cells = 186
port_buffers = 21
place_congestion = 0.794

[job]
warnings = 25
cap_violations = 0

[min_path]
min_path_type = "in -> async"
## critical path, stage by stage
cell and delay (ns):
clkdlybuf4s50_1 0.56, and2_4 0.19, nand4_1 0.14, a21oi_2 0.18, clkdlybuf4s50_1 0.49
## routing by layer
| layer | routed length [um] | track usage |
|---|---|---|
| met5 | 0 | 0 |
| met4 | 33 | 0.0116 |
| met2 | 1040 | 0.0765 |
| met1 | 1050 | 0.0753 |
| met3 | 115 | 0.0129 |
## worst paths after layout
path,end,slack (ns),cells past startpoint
hold reg to reg,bcd2.Q[0],0.72,1
setup reg to reg,bcd1.Q[2],0.97,4
min in group clk0,bcd2.Q[0],0.72,1
hold / removal,bcd2.Q[1],0.61,1
setup / recovery,CO,0.13,5
max in group asynchronous,bcd1.Q[1],1.94,1
## Yosys cell counts, drive strengths merged, types with 3 or more instances
master	n	share of area
o21ai	8	0.048
buf	6	0.042
mux2	7	0.095
nor2	6	0.027
a2bb2oi	3	0.032
and4b	3	0.036
clkbuf	6	0.027
nand2	6	0.027
inv	4	0.018
dfrtp	8	0.24
a21oi	3	0.018
nor2b	5	0.038
nor3	4	0.024
## flip-flops by register name, indices dropped and copies added, names as in the netlist
| register | flops |
|---|---|
| bcd1.Q | 4 |
| bcd2.Q | 4 |
## stage by stage
stage	setup WS, ns	total power (W)	hold slack, ns	area, um2
3_5_place_dp	0.0762	0.000671	0.721	1100
4_1_cts	0.0552	0.000807	0.619	1140
6_report	0.127	0.000798	0.608	1150
2_1_floorplan	1.07	0.000526	0.264	833
3_3_place_gp	0.0735	0.000672	0.714	1100
5_1_grt	0.0332	0.000875	0.631	1150
## logic make-up after synthesis
family | Yosys count
compound gates | 33
buf+inv | 16
xor+xnor | 3
flops | 8
simple gates | 36
mux | 7
## area by class of cell
cell class,count,area [um2]
tap,70,87.6
timing repair buffer,25,240
clock buffer,3,41.3
sequential,8,200
multi-input combinational,79,567
inverter,4,15.0
fill,591,3990
## power by group
part	total, W	internal [W]	switching, W	leakage [nW]
clock network	0.000131	0.0000925	0.0000382	0.0216
logic	0.000372	0.000249	0.000123	0.323
registers	0.000295	0.000158	0.000137	0.0928
total	0.000798	0.000499	0.000299	0.437
Power is estimated from default activity; no workload was simulated.
