### run.sh
#!/bin/bash
# OpenROAD 26Q1-2900-gdf79404cd8, Yosys 0.63+post, stock flow scripts
make -C /OpenROAD-flow-scripts/flow DESIGN_CONFIG=/design/flow/config.mk WORK_HOME=/design/flow/orfs finish
### config.mk
export PLATFORM = sky130hd
export DESIGN_NAME = binarytobcd
export DESIGN_NICKNAME = binarytobcd
export VERILOG_FILES = /design/flow/design.v
export SDC_FILE = /design/flow/constraint.sdc
export NUM_CORES = 4
export LEC_CHECK = 1
export CORE_UTILIZATION = 40
### constraint.sdc
current_design binarytobcd

set clk_period 3.9
set clk_io_pct 0.2

create_clock -name clk0 -period $clk_period [get_ports {clk}]

set non_clock_inputs [all_inputs -no_clocks]
set_input_delay [expr $clk_period * $clk_io_pct] -clock clk0 $non_clock_inputs
set_output_delay [expr $clk_period * $clk_io_pct] -clock clk0 [all_outputs]
### design.v
`timescale 1ns / 1ps
module binarytobcd( binary, start, clk, done, bcd);
    input [13:0] binary;
    input start, clk;
    output reg done;
    output reg [15:0] bcd = 0;
    reg [13:0] binary_reg = 0;
    reg [2:0] state = 0;
    reg [3:0] counter = 0;
    always @(posedge clk)
        case(state)
            2'd0: begin 
                if(start) begin
                    bcd <= 16'd0;
                    binary_reg <= binary;
                    counter <= 0;
                    done <= 0;
                    state <= 2'd1;
                end
            end
            2'd1:
                if(counter == 4'd14) begin
                    state <= 2'd0;
                    done = 1;
                end 
                else begin 
                    if (bcd[3:0] >= 5) bcd[3:0] <= bcd[3:0] + 3;   
                    if (bcd[7:4] >= 5) bcd[7:4] <= bcd[7:4] + 3;
                    if (bcd[11:8] >= 5) bcd[11:8] <= bcd[11:8] + 3;
                    if (bcd[15:12] >= 5) bcd[15:12] <= bcd[15:12] + 3;  
                    state <= 2'd2;
                end     
            2'd2: begin                
                bcd <= {bcd[14:0], binary_reg[13]};
                binary_reg <= binary_reg << 1;
                counter <= counter + 1;
                state <= 2'd1;
            end 
       endcase 
endmodule
==> ci_impl_report.md <==
### Yosys + OpenROAD results

| Metric | Value |
|---|---|
| Max-area cell share | 0.5214 |
| Port-buffer cells | 32 |
| CTS hold repair buffers | 0 |
| Fillers | 444 |
| Top Ports | 33 |
| Max Cap Viol | 0 |
| Share of cells above drive strength 1 | 0.1359 |
| Worst setup path category | register to register |
| Initial Util | 0.4172 |
| HPWL Detailed | 2.518 mm |
| Post-synth top area cell | edfxtp_1 |
| RSZ-0062 raised after global routing | no |
| WHS Path Cells | 1 |
| CP arrival | 2.16 ns |
| Tool warnings | 33 |
| Flop pwr share | 0.604 |
| Leak | 1.043 nW |
| Switching share of power | 0.2007 |
| DRT Pass-1 Iters | 4 |
| Gr usage total | 0.1502 |
| Initial antenna violation count | 0 |
| Postcts setup bufs | 0 |
| Drt drc | 0 |
| Fmax | 0.4672 GHz |
| Power share of the clock group | 0.373 |
| Max_slew headroom | 0.5653 |
| Worst Skew | 0.007453 ns |
| Top cell excl fill/tap | edfxtp_1 |
| Combinational share of power | 0.022 |
| CP Capture Type | register |
| Peak supply drop | 0.1667 mV |
| Top cells excl fill/tap | 37 x edfxtp_1, 32 x clkdlybuf4s50_1, 18 x inv_1 |
| Clk latency of the worst-skew pair | 0.29 ns |
| Pre-CTS WS | 1.694 ns |
| Final setup vio count | 0 |
| Startpoint Class | register |
| Post-Syn Instances | 173 |
| Period Utilization, post-route | 0.5489 |
| Cell area after layout | 0.002569 mm² |
| Worst-path fanout max | 20 |
| Final setup TNS | 0 ns |
| Largest net degree at the start of global routing | 36 |
| Status | complete, no violations |
| Max FFs per register | 16 |
| Resize count post-CTS | 0 |
| Total CTS buffers | 5 |
| FP Rows | 26 |
| Synth Seq Share | 0.5214 |
| Drt via density | 4.830 |
| Die area | 0.005623 mm² |
| Yosys cell count | 173 |
| Wirelength per Cell | 13.14 µm |
| H-tree depth | 2 |
| PnR worst setup slack | 1.759 ns |
| Placed cell areas | 0.002477 mm² |
| Reg clk slew, reported paths | 0.08 ns |
| Yosys Chip Area | 0.002131 mm² |
| Synth cell types | 24 |
| Max-slew violations | 0 |
| CTS sink cnt | 37 |
| P per Cell Area | 277.0 mW/mm² |
| First-pass GRT wire length | 6.058 mm |
| R2R cell count | 5 |
| Post-Syn Area | 0.002131 mm² |
| # diodes | 0 |
| Post-synth regs | 37 |
| CORE AREA | 0.005107 mm² |
| Fin. Hold Viols | 0 |
| Worst reg2reg setup slack | 1.76 ns |
| Final WL | 3.628 mm |
| Synth area leaders | edfxtp_1 52%, mux2_4 9.2%, ha_1 8.2%, o21ai_0 3.8%, nor2b_1 3.2% |
| Antenna Nets Post-Route | 0 |
| Congestion Overflow GR | 0 |
| Worst Path Required | 3.92 ns |
| Number of global-route vias before repair | 1264 |
| Worst-case clock buffer depth | 2 |
| Hold Crit Class | register to register |
| P&R area growth vs syn | 20.55% |
| DRT iter0 DRCs | 131 |
| Internal power | 0.0005687 W |
| NetSw | 0.0001428 W |
| Finished Core Util | 0.5029 |
| Avg Cell Area, Syn | 12.32 µm² |
| Worst-Margin Slew | 0.6520 ns |
| CTS tree | done |
| Clk root buf | clkbuf_8 |
| Gpl congestion | 0.8398 |
| Die span in x | 74.99 µm |
| Crit path time final | 2.141 ns |
| Die height | 74.99 µm |
| Synth warnings | 1 |
| DR vias | 1333 |
-- power by group through the flow --
stage / logic [W] / registers, W / clock network [W]
CTS: 0.0000161 / 0.000430 / 0.000275
global route: 0.0000170 / 0.000430 / 0.000287
finish: 0.0000160 / 0.000430 / 0.000265
-- cell usage after synthesis (all sizes together) --
cell,n
inv,18
xor2,1
mux2i,1
o21a,1
ha,14
edfxtp,37
nand2,8
nand4,4
nor2,1
xnor2,5
buf,6
or2,4
clkbuf,2
and2b,4
o21ai,16
mux2,14
a21oi,8
o221ai,1
and2,7
a22oi,8
nand3,2
nor2b,11
-- worst max-delay path, stage by stage (launching register included) --
cell      delay (ns)
edfxtp_1        0.42
inv_1           0.11
ha_1            0.58
inv_1           0.26
o221ai_2        0.34
a21oi_1         0.16
-- layout make-up --
type | count | area, µm² | area share
clock buffer | 5 | 68.82 | 0.02679
clock inverter | 3 | 22.52 | 0.008768
inverter | 18 | 67.56 | 0.02630
multi-input combinational | 110 | 883.3 | 0.3439
sequential | 37 | 1111 | 0.4325
tap | 70 | 87.58 | 0.03410
timing repair buffer | 33 | 327.8 | 0.1276
-- logic make-up after synthesis --
logic type	synth area share
xor+xnor	0.02466
mux	0.1016
buf+inv	0.06400
flops	0.5214
compound gates	0.09513
fa+ha+maj	0.08221
simple gates	0.1110
-- final timing paths --
path / startpoint / endpoint
setup / recovery: state[1] / bcd[14]
hold / removal: binary_reg[9] / binary_reg[10]
setup reg to reg: state[1] / bcd[14]
hold reg to reg: binary_reg[9] / binary_reg[10]
-- per-stage QoR --
stage               total power, W  std cells  hold slack (ns)
floorplan                0.0004396        173           0.5268
CTS                      0.0007214        276           0.5552
detailed placement       0.0004552        268           0.5343
global route             0.0007340        276           0.5787
global placement         0.0004548        268           0.5309
finish                   0.0007116        276           0.5519
-- metal layers --
layer	vias up	part of all wire	track usage	wire, µm
met4	0	0.0069	0.01887	25
met3	2	0.060	0.03935	217
met1	620	0.47	0.2518	1723
met2	40	0.46	0.2132	1661
met5	-	0	0	0
li1	671	-	-	-
No activity file was given, so power comes from the tool's default toggle rates.
