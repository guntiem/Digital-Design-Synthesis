**design/flow/design.v**
```verilog
`timescale 1ns / 1ps
module fitbittracker(PULSE, CLK, RESET, STEPS, OFLOW, DISTANCE);
input PULSE, CLK, RESET;
output reg [13:0] STEPS;
output reg OFLOW;
output reg [4:0] DISTANCE;
reg [15:0] step_counter;
always @(posedge CLK) 
begin
    if(RESET) 
    begin
        step_counter <= 16'd0;
        STEPS <= 14'd0;
        OFLOW <= 1'b0;
        DISTANCE <= 5'd0;
    end 
    else
     begin
        if(PULSE) begin  
        step_counter <= step_counter + 1'b1;
    end
    else 
     begin
        OFLOW <= 1'b1;
     end
    end
        STEPS <= step_counter[13:0];
        DISTANCE <= step_counter / 2048;  
        if(DISTANCE > 19) begin  
        DISTANCE <= 19;
    end
   end
endmodule
`timescale 1ns / 1ps
module milestone1(input wire [1:0] MODE,input wire START,input wire STOP,input wire CLK,
                  input wire RESET, output wire[13:0] STEPS,output wire OFLOW,output wire DISTANCE);
 wire pulse_signal;
 pulse_gen puls_generator( .MODE(MODE), .STOP(STOP), .START(START), .CLK(CLK), .RESET(RESET), .PULSE(pulse_signal));
 fitbittracker fit_bit_tracker(.PULSE(pulse_signal),.CLK(CLK),.RESET(RESET),.STEPS(STEPS),.OFLOW(OFLOW),.DISTANCE(DISTANCE));
endmodule
`timescale 1ns / 1ps
module pulse_gen( MODE, START, STOP, CLK, RESET, PULSE);
input [1:0] MODE;
input STOP, START, CLK, RESET;
output reg PULSE;
reg is_generating;
reg [27:0] counter = 28'd0;  
always @(posedge CLK) begin
    if (RESET) 
    begin
        is_generating <= 1'b0;
        counter <= 28'd0;
        PULSE <= 1'b0;
    end
else if (START)
     begin
        is_generating <= 1'b1;
        counter <= 28'd0;  
        PULSE <= 1'b0;  
    end
else if (STOP) 
    begin
        is_generating <= 1'b0;
        PULSE <= 1'b0;  
    end
else if (is_generating) begin
case (MODE)
    2'b00: 
    begin  
        if (counter >= 3124999) begin  
        counter <= 28'd0;
        PULSE <= 1'b1;
    end 
    else
     begin
        counter <= counter + 1'b1;
        PULSE <= 1'b0;
    end
   end
    2'b01: 
    begin  
        if (counter >= 1562499) begin  
        counter <= 28'd0;
        PULSE <= 1'b1;
    end 
    else begin
        counter <= counter + 1'b1;
        PULSE <= 1'b0;
    end
   end
    2'b10: 
    begin  
        if (counter >= 781249) begin  
        counter <= 28'd0;
        PULSE <= 1'b1;
    end 
    else begin
        counter <= counter + 1'b1;
        PULSE <= 1'b0;
    end
   end
    2'b11: begin  
        PULSE <= 1'b0;
     end
    endcase
 end
end
endmodule
```
**design/flow/run.sh**
```bash
#!/bin/bash
# OpenROAD 26Q1-2900-gdf79404cd8, Yosys 0.63+post, stock flow scripts
make -C /OpenROAD-flow-scripts/flow DESIGN_CONFIG=/design/flow/config.mk WORK_HOME=/design/flow/orfs finish
```
**design/flow/config.mk**
```make
export PLATFORM = sky130hd
export DESIGN_NAME = milestone1
export DESIGN_NICKNAME = milestone1
export VERILOG_FILES = /design/flow/design.v
export SDC_FILE = /design/flow/constraint.sdc
export NUM_CORES = 4
export LEC_CHECK = 1
export CORE_UTILIZATION = 30
```
**design/flow/constraint.sdc**
```tcl
current_design milestone1

set clk_period 3.6
set clk_io_pct 0.2

create_clock -name clk0 -period $clk_period [get_ports {CLK}]

set non_clock_inputs [all_inputs -no_clocks]
set_input_delay [expr $clk_period * $clk_io_pct] -clock clk0 $non_clock_inputs
set_output_delay [expr $clk_period * $clk_io_pct] -clock clk0 [all_outputs]
```
==> GITHUB_STEP_SUMMARY <==
### Metrics collected by this job

| Metric | Value |
|---|---|
| Hold Path Sink | `fit_bit_tracker.STEPS[8]` |
| Port buffer count | `21` |
| Outcome | `complete, no violations` |
| R2r endpoint | `puls_generator.counter[3]` |
| Vias in the first global route | `1,853` |
| F_max | `between 0.4 and 0.5 GHz` |
| HPWL Detailed | `around 3300 µm` |
| WL/cell | `11.5 µm` |
| Worst Path Required | `about 3800 ps` |
| Clk ins delay skew pair | `between 300 and 400 ps` |
| Clk slew on worst S/H paths | `~80 ps` |
| Final Hold Viols | `0` |
| Static Leakage | `approximately 1.2 nW` |
| Hold_sp | `fit_bit_tracker.step_counter[8]` |
| Cell Area, Placed | `just over 3000 µm²` |
| Synthesis area per yosys | `2800 µm²` |
| First-pass iteration count of the detailed router | `4` |
| Final Max-Slew Violation Tally | `0` |
| DIE HEIGHT | `approximately 99 µm` |
| CTS Hold Buffers Added | `0` |
| Floorplan Utilization | `a little under a third` |
| First-pass GRT wire length | `8730 µm` |
| Final Cell Area | `approximately 3300 µm²` |
| Fraction of layout cells with a size suffix above 1 | `15.3%` |
| Async SR Flop Fraction | `0%` |
| Critical Path AT | `roughly 2700 ps` |
| Crit path max-delay family | `simple AND/OR/NAND/NOR gates` |
| Reg2reg setup slack | `~1200 ps` |
| Gpl congestion | `0.807` |
| N_diodes | `0` |
| Met1 usage | `16.9%` |
| CTS H-tree depth | `3` |
| Cell variety after synth | `45` |
| Post-synthesis sequential area ratio | `roughly 46%` |
| Final setup TNS | `0 ps` |
| CTS tree | `built` |
| Vias | `between 1.5k and 2k` |
| Vias per cell | `approximately 4.6` |
| FF-to-FF Start | `puls_generator.counter[0]` |
| Post-synth EDFFs | `0` |
| Fin crit share | `approximately two thirds` |
| Post-CTS Setup Inserts | `0` |
| R2R depth | `8` |
| CP Cell Sequence | `clkdlybuf4s50_1, ha_1, nor3b_2, buf_4, nand4_1, nor2_1, nand4_1, xor2_1, nor2_2` |
| Tool warning count | `30` |
| RSZ-0062 raised after global routing | `false` |
| WS Path Type | `in -> reg` |
| Hold Path Class | `reg -> reg` |
| P&R area growth vs syn | `19.4%` |
| Max-cap violations | `0` |
| Die x size | `between 90 and 100 µm` |
| Core area | `between 8000 and 9000 µm²` |
| Maximum VDD drop | `between 0.3 and 0.4 mV` |
| Hold Path Depth | `0` |
| Flops out of synthesis | `between 60 and 70` |
| GRT busiest layer | `met1` |
| Cells after Synth | `~300` |
| Met3 Track Usage GR | `under 10%` |
| Num CTS Buffers | `9` |
| Tmin final | `between 2000 and 2500 ps` |
| CP Buf/Inv Count | `2` |
| Global route total overflow | `0` |
| Ys cells | `between 200 and 300` |
| Crit start category | `primary input` |
| CTS root buffer | `clkbuf_8` |
| DRT iter0 DRCs | `around 54` |
| CP endpoint kind | `register` |
| Actual slew at the worst max-slew pin | `556 ps` |
| Crit path max fanout | `10` |
| Top-Level Pins | `22` |
| Clk buf depth | `2` |
| CTS sink count | `approximately 65` |
| Post-Syn Area | `between 2000 and 3000 µm²` |
| Avg Synthesized Cell Area | `roughly 9.6 µm²` |
| Crit path top cell by count | `nand4_1` |
| Dominant flop cell | `dfxtp_1` |
| Yosys warning count | `3` |
| Final setup viols | `0` |
| Initial antenna violation count | `0` |
| Row cnt | `34` |
| Met2 Usage GRT | `between 10% and 20%` |
| Max incr delay on CP | `~450 ps` |
| Largest net degree at the start of global routing | `22` |
| DRC errors left | `0` |
| Pwr dens | `between 400 and 500 nW/µm²` |
| Final Util | `between 30% and 40%` |
| Slew headroom | `62.8%` |
| CP max-delay cell | `clkdlybuf4s50_1` |
| Gr usage total | `between 10% and 20%` |
| DIE AREA | `9720 µm²` |
| Routed WL | `slightly below 5000 µm` |
| Setup Skew | `around 8.6 ps` |
| Post-cts resize count | `0` |
| Post-DRT Antenna Nets | `0` |
==> layout make-up <==
| cell class | count | area [µm²] |
|---|---|---|
| Fill cell | 865 | 5550 |
| Multi-Input combinational cell | 207 | 1400 |
| Sequential cell | 65 | 1300 |
| Timing Repair Buffer | 24 | 233 |
| Tap cell | 108 | 135 |
| Clock buffer | 10 | 128 |
| Clock inverter | 6 | 115 |
| Inverter | 9 | 33.8 |
==> sequential cells by signal, summed over array words and instances, names as in the netlist <==
| signal | flops |
|---|---|
| puls_generator.counter | 28 |
| fit_bit_tracker.step_counter | 16 |
| fit_bit_tracker.STEPS | 14 |
| fit_bit_tracker.DISTANCE | 4 |
| fit_bit_tracker.OFLOW | 1 |
| puls_generator.PULSE | 1 |
| puls_generator.is_generating | 1 |
==> metrics by stage <==
step | hold WS (ps) | std cells | total power [mW] | worst slack, ps
finish | 381 | 429 | 1.51 | 1140
global placement | 369 | 413 | 0.781 | 751
CTS | 380 | 429 | 1.53 | 1120
global route | 386 | 429 | 1.57 | 976
floorplan | 358 | 292 | 0.767 | 1370
detailed placement | 369 | 413 | 0.781 | 778
==> worst register-to-register path: cells and delay by family, from the launching register on <==
kind / cells / cell delay [ps]
AND-OR/OR-AND: 5 / 1090
flip-flops: 1 / 410
AND/OR/NAND/NOR: 1 / 90
buffers and inverters: 1 / 350
adder cells (fa/ha/maj): 1 / 330
==> synthesized netlist by cell type, types with 2 or more instances <==
cell      instances  area share, %
a21oi_1           6            1.1
a31oi_1           2           0.45
and2_1            4           0.89
and3_1            9            2.0
and4_1            8            2.5
buf_2             3           0.54
buf_6             3            1.2
clkbuf_1          5           0.67
dfxtp_1          65             46
ha_1              8            3.6
inv_1             9            1.2
nand2_1          21            2.8
nand2b_1          3           0.67
nand3_1          15            2.7
nand3b_1          3           0.80
nand4_1           9            2.0
nor2_1           28            3.8
nor2_2           20            4.5
nor3_1            5           0.89
nor4_1            3           0.67
o211ai_1          3           0.80
o21ai_0           4           0.72
or4_4             2           0.80
xnor2_1          10            3.1
xor2_1           24            7.5
==> logic make-up (layout without fill, tap and decap cells) <==
logic type	after synthesis	after routing	share of synthesized area, %
mux	1	1	0.358
flops	65	65	46.5
fa+ha+maj	8	8	3.58
simple gates	142	142	29.7
xor+xnor	34	34	10.6
compound gates	22	22	5.63
buf+inv	20	49	3.62
==> report_power, final <==
group / switching [mW] / internal, mW
logic: 0.0252 / 0.0171
clock network: 0.284 / 0.464
registers: 0.00161 / 0.720
total: 0.311 / 1.20
==> worst max-delay path by stage <==
stage	start	endpoint	slack (ps)	depth (start not counted)
CTS	MODE[0]	puls_generator.counter[3]	1120	10
global route	MODE[0]	puls_generator.counter[21]	980	9
finish	MODE[0]	puls_generator.counter[21]	1140	9
==> placed cells by master (no fill, tap or decap), types with 2 or more instances in the layout <==
cell type        netlist  final
dfxtp_1               65     65
nor2_1                28     28
xor2_1                24     24
nand2_1               21     21
clkdlybuf4s50_1        0     21
nor2_2                20     20
nand3_1               15     15
xnor2_1               10     10
inv_1                  9      9
and3_1                 9      9
nand4_1                9      9
clkbuf_8               0      9
and4_1                 8      8
ha_1                   8      8
a21oi_1                6      6
nor3_1                 5      5
o21ai_0                4      4
and2_1                 4      4
nand2b_1               3      3
nand3b_1               3      3
nor4_1                 3      3
o211ai_1               3      3
bufinv_16              0      3
buf_4                  0      3
or4_4                  2      2
a31oi_1                2      2
==> metal layers <==
layer	wire, µm	up-vias
li1	-	1052
met1	2650	901
met2	2030	33
met3	212	4
met4	41	0
met5	0	-
Power figures rest on the tool's default switching activity, not on a simulated workload.
